[flow/run.sh]
#!/bin/bash
# OpenROAD 26Q1-2900-gdf79404cd8, Yosys 0.63+post, stock flow scripts
make -C /OpenROAD-flow-scripts/flow DESIGN_CONFIG=/design/flow/config.mk WORK_HOME=/design/flow/orfs finish
[flow/config.mk]
export PLATFORM = sky130hd
export DESIGN_NAME = top_1
export DESIGN_NICKNAME = top_1
export VERILOG_FILES = /design/flow/design.v
export SDC_FILE = /design/flow/constraint.sdc
export NUM_CORES = 4
export LEC_CHECK = 1
export CORE_UTILIZATION = 30
[flow/constraint.sdc]
current_design top_1

set clk_period 5.9
set clk_io_pct 0.2

create_clock -name clk0 -period $clk_period [get_ports {clock}]

set non_clock_inputs [all_inputs -no_clocks]
set_input_delay [expr $clk_period * $clk_io_pct] -clock clk0 $non_clock_inputs
set_output_delay [expr $clk_period * $clk_io_pct] -clock clk0 [all_outputs]
[flow/design.v]
module SegDisplay(
    input clk,
    input rst_n,
    input [3:0] Seg_1,
    input [3:0] Seg_2,
    input [3:0] Seg_3,
    input [3:0] Seg_4,
    input [3:0] count_Wrong,
    output reg [7:0] wei_r,
    output reg [7:0] duan
);    
reg [7:0] wei;
reg [24:0] count2;
reg clk_xHZ;
reg [7:0] array [0:9];
always @(posedge clk_xHZ or negedge rst_n) begin
	if(!rst_n) begin
		wei_r = 0;
	end else begin 
		wei_r = wei;
	end
end
always @(posedge clk or negedge rst_n) begin
    if(!rst_n) begin
        clk_xHZ <= 0;
        count2 <= 0;
    end else begin
        if(count2==5-1) begin 
            clk_xHZ <= ~clk_xHZ;
            count2 <= 25'b0;
        end else
            count2 <= count2+1'b1;
    end
end
always @(posedge clk_xHZ or negedge rst_n) begin
	if(!rst_n) begin
		duan <= 8'bxxxxxxxx;
		wei <= 8'b11111110;
        array[0]=8'b11000000;
		array[1]=8'b11111001;
		array[2]=8'b10100100;
		array[3]=8'b10110000;
		array[4]=8'b10011001;
		array[5]=8'b10010010;
		array[6]=8'b10000010;
		array[7]=8'b11111000;
		array[8]=8'b10000000;
		array[9]=8'b10010000;
	end else begin
		wei <= {wei[0],wei[7:1]};
		case(wei)
			8'b11111110: begin
                if(Seg_1 >= 0 && Seg_1 <= 9) duan = array[Seg_1];
                else duan = 8'b11111111;
            end
			8'b11111101:begin
                if(Seg_2 >= 0 && Seg_2 <= 9) duan = array[Seg_2];
                else duan = 8'b11111111;
            end
			8'b11111011:begin
                if(Seg_3 >= 0 && Seg_3 <= 9) duan = array[Seg_3];
                else duan = 8'b11111111;
            end
			8'b11110111:begin
                if(Seg_4 >= 0 && Seg_4 <= 9) duan = array[Seg_4];
                else duan = 8'b11111111;
            end
            8'b01111111:begin
                if(count_Wrong >= 0 && count_Wrong <= 9) duan = array[count_Wrong];
                else duan = 8'b11111111;
            end
			default:duan = 8'b11111111;
		endcase
	end
end
endmodule
module decider(
    input reset_1,       
    input clk,
    input [3:0] Code_1,              
    input Valid_1,                   
    input set,
    input S_Row,
    output reg OPEN,
    output reg LOCK,
    output reg SAVE_LIGHT,
    output reg SET,
    output reg CHANGE,
    output reg [15:0] data_1,         
    output reg [3:0] count_Wrong,
    output     [3:0] Seg_1,
    output     [3:0] Seg_2,
    output     [3:0] Seg_3,
    output     [3:0] Seg_4
);
reg [4:0] state_1;
reg [4:0] next_state_1;
reg [4:0] state_2;
reg [4:0] next_state_2;
reg [3:0] RAM [0:9];     
reg [3:0] RAM_1 [0:3];    
integer i;
wire WAIT_Done;
parameter B_0=5'b00001;    
parameter B_1=5'b00010;    
parameter B_2=5'b00100;    
parameter B_3=5'b01000;    
parameter B_4=5'b10000;    
parameter B_5=5'b00011;  
parameter B_6=5'b00111;   
parameter WAIT_KEY1=5'b00001;    
parameter WAIT_KEY2=5'b00010;    
parameter WAIT_KEY3=5'b00100;    
parameter WAIT_KEY4=5'b01000;    
parameter WAIT_KEY5=5'b10000;    
assign WAIT_Done = (state_2 == WAIT_KEY5)&&(next_state_2 == WAIT_KEY1);
assign Seg_1 = RAM[1];
assign Seg_2 = RAM[2];
assign Seg_3 = RAM[3];
assign Seg_4 = RAM[4];
always @(posedge clk or negedge reset_1) begin
    if(!reset_1) begin
        state_2 <= WAIT_KEY1;
    end else
        state_2 <= next_state_2;
end
always@(posedge Valid_1 or negedge reset_1) begin   
	if(!reset_1)
		next_state_2 <= WAIT_KEY1;
   	else begin
	    case(state_2)
	        WAIT_KEY1:begin if(Valid_1 && (Code_1 >= 0 && Code_1 <= 9)) next_state_2=WAIT_KEY2;end
	        WAIT_KEY2:begin if(Valid_1 && (Code_1 >= 0 && Code_1 <= 9)) next_state_2=WAIT_KEY3;end
	        WAIT_KEY3:begin if(Valid_1 && (Code_1 >= 0 && Code_1 <= 9)) next_state_2=WAIT_KEY4;end
	        WAIT_KEY4:begin if(Valid_1 && (Code_1 >= 0 && Code_1 <= 9)) next_state_2=WAIT_KEY5;end
	        WAIT_KEY5:begin if(Valid_1 && (Code_1 == 4'b1010 || Code_1 == 4'b1011)) next_state_2=WAIT_KEY1;end
	        default:next_state_2=WAIT_KEY1;
	    endcase
	end	
end
always@(negedge clk or negedge reset_1) begin
    if(!reset_1) begin
        for(i=0;i<5;i=i+1) RAM[i] <= 4'bxxxx;
    end
    else begin
        case(state_2)
        WAIT_KEY1:begin RAM[1]<=Code_1;RAM[2]<=4'bxxxx;RAM[3]<=4'bxxxx;RAM[4]<=4'bxxxx;end
        WAIT_KEY2:begin RAM[2]<=Code_1;RAM[3]<=4'bxxxx;RAM[4]<=4'bxxxx;end
        WAIT_KEY3:begin RAM[3]<=Code_1;RAM[4]<=4'bxxxx;end
        WAIT_KEY4:begin RAM[4]<=Code_1;end
        WAIT_KEY5:begin RAM[0]<=Code_1;end
        default:;
        endcase
    end
end
always @(posedge clk or negedge reset_1) begin
    if(!reset_1) begin
        state_1 <= B_0;
    end else
        state_1 <= next_state_1;
end
always@(*) begin
	if(!reset_1) 
		next_state_1=B_0;
    else begin
	    case(state_1)
	    B_0: begin    
	    if((set)&&(!S_Row))
	        next_state_1=B_3;                     
	    else if((RAM[1]==RAM_1[0])&&(RAM[2]==RAM_1[1])&&
	            (RAM[3]==RAM_1[2])&&(RAM[4]==RAM_1[3])&&
	            (RAM[0]==4'b1010) && WAIT_Done)          
	        next_state_1=B_1; 
	    else if((RAM[1]==RAM_1[0])&&(RAM[2]==RAM_1[1])&&
	            (RAM[3]==RAM_1[2])&&(RAM[4]==RAM_1[3])&&
	            (RAM[0]==4'b1011)&& WAIT_Done)    
	        next_state_1=B_2;   
	    else if(((RAM[1]!=RAM_1[0])||(RAM[2]!=RAM_1[1])||
			     (RAM[3]!=RAM_1[2])||(RAM[4]!=RAM_1[3]))&& WAIT_Done)
			next_state_1=B_6;                    
	    else 
	        next_state_1=B_0;                    
	    end  
	    B_1: begin   
	    if((set)&&(!S_Row))
	        next_state_1=B_3;                 
	    else if((RAM[0]==4'b1010) &&(S_Row)&&(!set))     
	        next_state_1=B_1;         
	    else             
	        next_state_1=B_0;               
	    end
	    B_2: begin   
	    if((set)&&(!S_Row))                
	        next_state_1=B_3;
	    else if((RAM[0]==4'b1010)&&WAIT_Done)    
	        next_state_1=B_4;
	    else
	        next_state_1=B_2;
	    end
	    B_3: begin   
	    if(!set)   
	        next_state_1=B_2;
	    else
	        next_state_1=B_3;
	    end
	    B_4: begin   
	    if((set)&&(!S_Row))                
	        next_state_1=B_3;
	    else if((RAM[1]==RAM[6])&&(RAM[2]==RAM[7])&&
	            (RAM[3]==RAM[8])&&(RAM[4]==RAM[9])&&     
	            (RAM[0]==4'b1010)&&WAIT_Done)
	        next_state_1=B_5;
        else if(((RAM[1]!=RAM[6])||(RAM[2]!=RAM[7])||
        		 (RAM[3]!=RAM[8])||(RAM[4]!=RAM[9]))&&     
            	(RAM[0]==4'b1010)&&WAIT_Done)
        	next_state_1=B_2;
	    else
	        next_state_1=B_4;
	    end
	    B_5: begin
	        next_state_1=B_0;
	    end
	    B_6: begin
	    	next_state_1=B_0;
	    end
	    endcase
    end
end
always@(posedge clk or negedge reset_1) begin
    if(!reset_1) begin
        OPEN<=1'b0;
        SAVE_LIGHT<=1'b0;
        LOCK<=1'b1;
        SET<=1'b0;
        CHANGE<=1'b0;
        data_1 <= 16'h0000;
        count_Wrong <= 4'b0000;
        for(i=6;i<10;i=i+1) RAM[i] <= 0;
        RAM_1[0] = 4'b0010;      
        RAM_1[1] = 4'b0100;      
        RAM_1[2] = 4'b0011;      
        RAM_1[3] = 4'b0010;      
    end 
    else begin
        case(next_state_1)
        B_0: begin
	        OPEN<=1'b0;
	        SAVE_LIGHT<=1'b0;
	        LOCK<=1'b1;
	        SET<=1'b0;
	        CHANGE<=1'b0;
	        data_1<={RAM[4],RAM[3],RAM[2],RAM[1]};
        end
        B_1: begin
	        OPEN<=1'b1;
	        SAVE_LIGHT<=1'b0;
	        LOCK<=1'b0;
	        SET<=1'b0;
	        CHANGE<=1'b0;
	        count_Wrong <= 4'b0000;
	        data_1<={RAM[4],RAM[3],RAM[2],RAM[1]};
        end
        B_2: begin
	        OPEN<=1'b0;
	        SAVE_LIGHT<=1'b1;
	        LOCK<=1'b1;
	        SET<=1'b0;		
	        CHANGE<=1'b0;	
	        RAM[6]<=RAM[1];RAM[7]<=RAM[2];
	        RAM[8]<=RAM[3];RAM[9]<=RAM[4];
	        data_1<={RAM[4],RAM[3],RAM[2],RAM[1]};
        end
        B_3: begin
	        OPEN<=1'b0;
	        SAVE_LIGHT<=1'b0;
	        LOCK<=1'b1;
	        SET<=1'b1;
	        CHANGE<=1'b0;
	        RAM[0]=4'bxxxx;
        end
        B_4: begin
	        OPEN<=1'b0;
	        SAVE_LIGHT<=1'b1;
	        LOCK<=1'b1;
	        SET<=1'b0;
	        CHANGE<=1'b1;
	        data_1<={RAM[4],RAM[3],RAM[2],RAM[1]};
        end
        B_5: begin
        	RAM_1[0]<= RAM[6];RAM_1[1]<= RAM[7];
	        RAM_1[2]<= RAM[8];RAM_1[3]<= RAM[9];        
        end
        B_6: begin
        	count_Wrong = count_Wrong + 1;
        end
        endcase
    end
end
endmodule
module keypad1(	
	input clk,
	input rst_n,
	input [3:0]row,
	output reg key_flag_r,
	output reg [3:0]key_value,
	output reg [2:0]col
);
reg 		key_flag;
reg [3:0]   row_r;
reg [4:0]   c_state,n_state;
reg [6:0]   key_value_r;
reg         en_delay;
reg [19:0]  delay;
parameter CNT_MAX = 999;
localparam
	scan 		= 5'b00001,
	judge  		= 5'b00010,
	filter0 	= 5'b00100,
	down		= 5'b01000,
	filter1	 	= 5'b10000;   
always@(posedge clk or negedge rst_n) begin
	if(!rst_n)
		row_r <= 0;
	else 
		row_r <= row;
end
always@(posedge clk or negedge rst_n) begin
	if(!rst_n)
		key_flag_r <= 0;
	else 
		key_flag_r <= key_flag;
end
always@(posedge clk or negedge rst_n) begin
	if(!rst_n)
		c_state <= scan;
	else 
		c_state <= n_state;
end
always@(*) begin
	n_state = 5'bxxxxx;
	case(c_state)
		scan:begin
			n_state = judge;
		end
		judge:begin
			if(row_r != 4'b1111) n_state = filter0;
			else n_state = scan;
		end			
		filter0:begin
			if(delay == CNT_MAX) begin
				if(row_r != 4'b1111) n_state = down;
				else n_state = scan;
			end else
                n_state = c_state;                    
		end
        down:begin
            if(row_r == 4'b1111) n_state = filter1;
            else n_state = c_state;
        end        
        filter1:begin
            if(delay == CNT_MAX) begin
				if(row_r != 4'b1111) n_state = down;
				else n_state = scan;
			end else
				n_state = c_state;
		end
		default:n_state = scan;
	endcase
end 
always@(posedge clk or negedge rst_n) begin
	if(!rst_n) begin
		en_delay <= 0;
		col <= 3'b110;
		key_flag <= 0;
		key_value_r <= 0;
	end else begin
		case(n_state)
			scan:begin	
				en_delay <= 0;
				col <= {col[1:0],col[2]};		 
			end	
			judge:begin
				key_flag <= 0;
			end
			filter0:begin
				en_delay <= 1;
				if((delay == CNT_MAX-1)&&(row_r != 4'b1111)) begin
					key_flag <= 1;
					key_value_r <= {row_r,col};		 
				end else begin
					key_flag <= 0;
					key_value_r <= 0;
				end 
			end 
			down:begin
				key_flag <= 0;
				en_delay <= 0;
				key_value_r <= 0;
			end 
			filter1:begin
				en_delay <= 1;
			end
			default:begin
				en_delay <= 0;
				col <= 3'b110;
				key_flag <= 0;
			end
		endcase
	end	
end
always@(posedge clk or negedge rst_n) begin
    if(!rst_n)
        delay <= 0;
    else if(en_delay) begin
        if(delay == CNT_MAX) delay <= 0;
        else delay <= delay + 1'b1;
    end else 
        delay <= 0;
end
always@(posedge clk or negedge rst_n) begin
	if(!rst_n)
		key_value <= 4'bxxxx;
	else begin
		case(key_value_r)
			7'b1110_110: key_value <= 4'd1;
			7'b1110_101: key_value <= 4'd2;
			7'b1110_011: key_value <= 4'd3;
			7'b1101_110: key_value <= 4'd4;
			7'b1101_101: key_value <= 4'd5;
			7'b1101_011: key_value <= 4'd6;
			7'b1011_110: key_value <= 4'd7;
			7'b1011_101: key_value <= 4'd8;
			7'b1011_011: key_value <= 4'd9;
			7'b0111_110: key_value <= 4'd10;
			7'b0111_101: key_value <= 4'd0;
			7'b0111_011: key_value <= 4'd11;
			default:key_value <= 4'bxxxx;
		endcase
	end
end	 
endmodule 
module top_1(
    input           clock,
    input           reset,
    input   [3:0]   row,
    input           set_1,
    output          OPEN_1,
    output          SAVE_LIGHT_1,
    output          LOCK_1,
    output          CHANGE,
    output          SET,
    output  [7:0]   duan,
	output  [7:0]   wei_r,
    output  [2:0]   col    
);
wire [3:0] Code;
wire S_Row;
wire Valid;
wire [15:0]  data;
wire [3:0]   count_Wrong_1;
wire [3:0]   seg_1;
wire [3:0]   seg_2;
wire [3:0]   seg_3;
wire [3:0]   seg_4;
assign S_Row = (row[0]||row[1]||row[2]||row[3]);
keypad1         M1(.clk(clock),.rst_n(reset),.row(row),.key_flag_r(Valid),.key_value(Code),.col(col));
decider         M4(.reset_1(reset),.clk(clock),.Code_1(Code),.Valid_1(Valid),.set(set_1),.S_Row(S_Row),
                    .OPEN(OPEN_1),.LOCK(LOCK_1),.SAVE_LIGHT(SAVE_LIGHT_1),.CHANGE(CHANGE),.SET(SET),
                    .data_1(data),.count_Wrong(count_Wrong_1),.Seg_1(seg_1),.Seg_2(seg_2),.Seg_3(seg_3),.Seg_4(seg_4));
SegDisplay      M6(.clk(clock),.rst_n(reset),.Seg_1(seg_1),.Seg_2(seg_2),.Seg_3(seg_3),.Seg_4(seg_4),.count_Wrong(count_Wrong_1),
                    .wei_r(wei_r),.duan(duan));
endmodule
==> flow_summary.json <==
{
  "cts_buffers": 17,
  "placed_area_mm2": 0.009017,
  "yosysMostFrequentCell": "dfrtp_1",
  "via_count": 5895,
  "ff_type": "dfrtp_1",
  "synth_warnings": 14,
  "start_kind": "flop",
  "fp-row-count": 60,
  "power.density_mw_per_mm2": 217.6,
  "drt_iter0_drc": 387,
  "unclocked_pins": 32,
  "path_class": "flop to flop",
  "insertion_delay_ps": 420,
  "end_kind": "flop",
  "syn_to_final_growth_pct": 14.72,
  "synth.cell_area_mm2": 0.008392,
  "grt_first_pass_wirelength_um": 29460,
  "untimed_endpoints": 57,
  "drc": 0,
  "async_reset_ff_share_pct": 97.08,
  "io_buffers": 29,
  "fp_util_pct": 30.88,
  "fin_ws_ps": 1154,
  "ir_drop_uv": 199.8,
  "worst-path-max-fanout": 7,
  "synth_area_per_cell_um2": 10.23,
  "postLayoutCellArea_mm2": 0.009627,
  "synth_flops": 171,
  "fin_tns_setup_ps": 0,
  "hold_buffers": 0,
  "warning_count": 32,
  "slew_viol_final": 0,
  "worst_slew_pin_slew_ps": 724.2,
  "grt_antenna_before_repair": 0,
  "antennaDiodeCount": 0,
  "die-width_um": 169.3,
  "finalNonFillerCells": 1215,
  "dpl.cell_count": 1184,
  "crit_required_ps": 3190,
  "die-area_mm2": 0.02865,
  "cts.repair.resized": 0,
  "topCellsByArea": "dfrtp_1, mux2_2, dfstp_2",
  "core_mm2": 0.02718,
  "drv_cap": 0,
  "hp-class": "flop to flop",
  "cts_setup_buffers": 0,
  "synth_cell_types": 79,
  "edf_count": 0,
  "cts_tree": "yes",
  "utilization_pct": 35.42,
  "ys_area_mm2": 0.008392,
  "top_cells_by_count": "dfrtp_1, nor2_1, nand2_1",
  "synth_area_leader_cell": "dfrtp_1",
  "drive_gt1_share_pct": 13.64,
  "setup_viol": 0,
  "dp_hpwl_um": 11690,
  "gr-total-overflow": 0,
  "clk_path_buf_depth": 2,
  "cp.arrival_ps": 2030,
  "via_per_inst": 4.852,
  "wl_per_cell_um": 14.01,
  "firstDrtPassIters": 5,
  "grt_usage_pct": 12.98,
  "ant_nets": 0,
  "cts_max_level": 4,
  "cts-root-buf": "clkbuf_16",
  "rsz0062_at_grt": "no",
  "cts.clk_slew.worst_paths_ps": 60,
  "grt_max_degree": 83,
  "p_leak_nw": 4.109,
  "slew_headroom_pct": 51.72,
  "ios": 31,
  "die_h_um": 169.3,
  "drt_wl_total_um": 17020,
  "timing.final.hold_violations": 0,
  "grt_pass1_vias": 5711,
  "dp_slack_ps": 1178,
  "top_cell_area_share_pct": 39.06,
  "status": "finished clean",
  "place_congestion": 0.8785,
  "ys_cells": 820,
  "fin_worst_skew_ps": 28.20,
  "synthCells": 820
}
[through the flow]
| step | hold slack (ps) | power [mW] |
|---|---|---|
| floorplan | 346.3 | 0.9761 |
| detailed placement | 358.7 | 1.005 |
| global route | 398.1 | 2.175 |
| global placement | 363.5 | 1.005 |
| CTS | 380.5 | 2.123 |
| finish | 376.6 | 2.095 |
[layout by cell type (no fill, tap or decap), types with 14 or more instances in the layout]
cell	count
clkdlybuf4s50_1	28
dfrtp_1	131
nand2_1	53
o21ai_0	42
a21oi_1	32
nor2_1	78
dfstp_2	19
dfrtn_1	16
nand3_1	38
inv_1	26
nor2b_1	14
nor3_1	18
xor2_1	41
clkbuf_16	17
nor4_1	15
mux2_2	45
nand4_1	14
xnor2_1	28
[report_power, final]
group          total [mW]  leakage (nW)  switching [mW]  internal, mW
clock                1.11         0.297           0.435         0.673
sequential          0.957          2.21         0.00103         0.956
combinational      0.0295          1.61          0.0245       0.00498
total                2.09          4.11           0.461          1.63
[worst max-delay path: stages, from the launching register on]
cell     delay (ps)
dfrtp_1         410
nor4_1          340
nand2_1         260
nand2_1         250
mux2_2          360
[flip-flops by register name (all words and copies together), names as in the netlist, 5 cells and up]
name             count
M4.RAM_1            16
M4.RAM              32
M1.key_value_r       7
M4.state_2           5
M4.state_1           5
M6.wei               7
M1.delay            20
M6.wei_r             8
M1.c_state           5
M4.next_state_2      5
M6.count2           25
M4.next_state_1      5
M6.duan              7
[area by class of cell]
| cell class | instances | area, um2 |
|---|---|---|
| fill | 2654 | 17550 |
| sequential | 171 | 4253 |
| multi-input combinational | 581 | 3876 |
| tap | 372 | 465.4 |
| clock buffer | 17 | 425.4 |
| timing repair buffer | 33 | 321.6 |
| clock inverter | 14 | 183.9 |
| inverter | 27 | 101.3 |
[worst paths after layout]
kind | startpoint | end | slack (ps) | cells past startpoint
max | M4.state_2[4] | M4.RAM[2][0] | 1150 | 4
min | M1.key_flag | M1.key_flag_r | 380 | 0
max reg2reg | M4.state_2[4] | M4.RAM[2][0] | 1150 | 4
min reg2reg | M1.key_flag | M1.key_flag_r | 380 | 0
max in group asynchronous | reset | M4.RAM[2][0] | 1730 | 1
min in group asynchronous | reset | M4.RAM_1[3][2] | 810 | 1
[routing by layer]
layer	up-vias	share of wire, %	GRT usage, %
met1	2834	50	20.38
li1	2940	-	-
met4	0	1.6	1.998
met5	-	0	0
met2	106	44	18.97
met3	15	4.6	3.087
[kinds of logic after synthesis]
kind of cell	Yosys count	share of synthesized area (%)
simple gates	298	18.47
flops	166	49.78
compound gates	154	12.41
xor+xnor	69	7.201
buf+inv	68	3.191
mux	48	6.396
fa+ha+maj	11	1.610
latches	5	0.8946
other cells	1	0.04469
Power and IR drop assume default switching activity.
